===== flow/run.sh =====
#!/bin/bash
# OpenROAD 26Q1-2900-gdf79404cd8, Yosys 0.63+post, stock flow scripts
make -C /OpenROAD-flow-scripts/flow DESIGN_CONFIG=/design/flow/config.mk WORK_HOME=/design/flow/orfs finish

===== flow/config.mk =====
export PLATFORM = sky130hd
export DESIGN_NAME = imm_extend
export DESIGN_NICKNAME = imm_extend
export VERILOG_FILES = /design/flow/design.v
export SDC_FILE = /design/flow/constraint.sdc
export NUM_CORES = 4
export LEC_CHECK = 1
export CORE_AREA = 10 10 70 70
export DIE_AREA = 0 0 80 80

===== flow/constraint.sdc =====
current_design imm_extend

set clk_period 1.7
set clk_io_pct 0.2

create_clock -name clk0 -period $clk_period

set non_clock_inputs [all_inputs -no_clocks]
set_input_delay [expr $clk_period * $clk_io_pct] -clock clk0 $non_clock_inputs
set_output_delay [expr $clk_period * $clk_io_pct] -clock clk0 [all_outputs]

===== flow/design.v =====
`timescale 1ns/1ps
module imm_extend (
    input  [31:7]     instr,
    input  [ 1:0]     immsrc,
    output reg [31:0] immext
);
always @(*) begin
    case(immsrc)
        2'b00:   immext = {{20{instr[31]}}, instr[31:20]};
        2'b01:   immext = {{20{instr[31]}}, instr[31:25], instr[11:7]};
        2'b10:   immext = {{20{instr[31]}}, instr[7], instr[30:25], instr[11:8], 1'b0};
        2'b11:   immext = {{12{instr[31]}}, instr[19:12], instr[20], instr[30:21], 1'b0};
        default: immext = 32'bx;  
    endcase
end
endmodule

==> flow_metrics.env <==
# yosys + openroad results
export IMPL_avgSynthCellArea_sq_um=8.28
export IMPL_die_width_um=80
export IMPL_nFillCells=381
export IMPL_critPathBufInv=3
export IMPL_cp_required_ns=1.36
export IMPL_worst_pin_slew_ns=0.175
export IMPL_p_total_mw=0.197
export IMPL_antenna_found_initial=0
export IMPL_dp_hpwl_um=1350
export IMPL_crit_chain="buf_4 > xor2_4 > buf_6 > mux2_4 > dlygate4sd2_1"
export IMPL_hold_viol=0
export IMPL_clockBufferCount=0
export IMPL_track_usage=0.0428
export IMPL_slew_headroom=0.883
export IMPL_tool_warnings=32
export IMPL_drv_cap=0
export IMPL_grt_max_degree=14
export IMPL_highest_layer="met3"
export IMPL_wl_per_cell_um=13.0
export IMPL_crit_fanout=3
export IMPL_ir_drop_v=0.0000454
export IMPL_period_needed_ns=1.65
export IMPL_layout_top_cell="clkdlybuf4s50_1"
export IMPL_crit_arrival_ns=1.31
export IMPL_met3_length_um=118
export IMPL_seq_cells=0
export IMPL_rsz0062_at_grt="no"
export IMPL_regArea_sq_um=0
export IMPL_power_density_mw_per_mm2=247
export IMPL_synth_cell_types=9
export IMPL_ys_cells=39
export IMPL_ys_warn_count=1
export IMPL_fp_util=0.0945
export IMPL_hp_class="in -> out"
export IMPL_leakage_nw=0.347
export IMPL_place_inst=118
export IMPL_synth_cells=39
export IMPL_avgViaCountPerCell=3.15
export IMPL_antenna_diode_count=0
export IMPL_drt_pass1_iter_count=3
export IMPL_outcome="finished, final reports clean"
export IMPL_lay_top_cells="clkdlybuf4s50_1, dlygate4sd2_1, a31o_2, buf_4"
export IMPL_io_pins=59
export IMPL_rows=21
export IMPL_ys_seq_share=0
export IMPL_die_y_um=80
export IMPL_grt_overflow_total=0
export IMPL_wl_um=1570
export IMPL_finalMaxSlewViolations=0
export IMPL_finalSetupViolCount=0
export IMPL_crit_family="buffers and inverters"
export IMPL_ant_nets=0
export IMPL_place_gp_congestion=0.803
export IMPL_syn_cell_area_sq_um=323
export IMPL_stdcell_count=121
export IMPL_path_class="in -> out"
export IMPL_die_area_sq_mm=0.00640
export IMPL_period_used=0.972
export IMPL_drive_gt1_frac=0.333
export IMPL_route_met2_wl_um=805
export IMPL_critical_path_max_stage_delay_ns=0.28
export IMPL_wl_met1_um=645
export IMPL_remaining_drc_errors=0
export IMPL_vias=381
export IMPL_start_kind="primary input"
export IMPL_detailedRoute_firstIterationViolations=4
export IMPL_crit_path_end_kind="output pin"
export IMPL_syn_to_final_growth_pct=147
export IMPL_io_buffers=47
export IMPL_max_freq_mhz=605
export IMPL_yosys_area_sq_um=323
export IMPL_grt_pass1_wl_um=2270
export IMPL_cp_slowest_cell="mux2_4"
export IMPL_core_area_sq_mm=0.00342
export IMPL_grt_pass1_vias=394
==> cells in the mapped netlist <==
master / n / share of area
buf_2: 1 / 0.015
nor2_1: 2 / 0.023
xor2_2: 1 / 0.050
a21oi_1: 1 / 0.015
mux2_2: 4 / 0.14
buf_4: 19 / 0.44
a21boi_2: 1 / 0.035
mux2i_1: 2 / 0.062
a31o_2: 8 / 0.22
==> area by class of cell <==
| type | instances | area [sq um] | share of cell area |
|---|---|---|---|
| timing repair buffer | 56 | 531 | 0.666 |
| tap | 46 | 57.6 | 0.0722 |
| multi-input combinational | 19 | 209 | 0.262 |
==> per-stage QoR <==
| stage | worst slack, ns | TNS [ns] | utilization | instance area (sq um) | hold slack, ns |
|---|---|---|---|---|---|
| CTS | 0.00210 | 0 | 0.231 | 788 | 0.680 |
| global placement | -0.541 | -8.45 | 0.219 | 748 | 0.680 |
| finish | 0.0483 | 0 | 0.233 | 797 | 0.680 |
| global route | 0.00182 | 0 | 0.233 | 797 | 0.680 |
| floorplan | 0.480 | 0 | - | 323 | 0.746 |
| detailed placement | -0.530 | -8.29 | 0.219 | 748 | 0.680 |
==> timing repair <==
| action | CTS | global route |
|---|---|---|
| setup endpoints to repair | 26 | 2 |
| resized | 33 | 3 |
| buffers inserted | 5 | 0 |
| hold buffers | 0 | 0 |
| pin swaps | 3 | 1 |
==> final timing paths <==
path | cells past startpoint | end | slack, ns | start
worst max-delay path | 5 | immext[4] | 0.05 | immsrc[1]
worst min-delay path | 0 | immext[10] | 0.68 | instr[30]
==> layer usage <==
metal  vias to the layer above  GRT usage
met2                        21     0.0803
met5                         -          0
met3                         0    0.00795
li1                        194          -
met1                       166     0.0509
met4                         0    0.00176
==> where the power goes <==
group          total [mW]  switching [mW]  internal, mW  leakage, nW
Combinational       0.197          0.0499         0.147        0.347
Sequential              0               0             0            0
Clock                   0               0             0            0
==> cells by family after synthesis <==
logic type	after synthesis	share of synthesized area
buf+inv	20	0.457
compound gates	10	0.267
mux	6	0.202
simple gates	2	0.0233
xor+xnor	1	0.0504
No activity file was given, so power comes from the tool's default toggle rates.
