--- flow/config.mk ---
export PLATFORM = sky130hd
export DESIGN_NAME = data_mem
export DESIGN_NICKNAME = data_mem
export VERILOG_FILES = /design/flow/design.v
export SDC_FILE = /design/flow/constraint.sdc
export NUM_CORES = 4
export LEC_CHECK = 1
export CORE_UTILIZATION = 30
--- flow/constraint.sdc ---
current_design data_mem

set clk_period 32.2
set clk_io_pct 0.2

create_clock -name clk0 -period $clk_period [get_ports {clk}]

set non_clock_inputs [all_inputs -no_clocks]
set_input_delay [expr $clk_period * $clk_io_pct] -clock clk0 $non_clock_inputs
set_output_delay [expr $clk_period * $clk_io_pct] -clock clk0 [all_outputs]
--- flow/design.v ---
`timescale 1ns / 1ps
module data_mem #(parameter DATA_WIDTH = 32, ADDR_WIDTH = 32, MEM_SIZE = 64) (
    input        clk, wr_en,
    input        [ADDR_WIDTH-1:0] wr_addr,
    input        [DATA_WIDTH-1:0] wr_data,
    output       [DATA_WIDTH-1:0] rd_data_mem
);
    reg [DATA_WIDTH-1:0] data_ram [0:MEM_SIZE-1];
    integer i;
    initial begin
        for (i = 0; i < MEM_SIZE; i = i + 1) begin
            data_ram[i] = 0;
        end
    end
    assign rd_data_mem = data_ram[wr_addr[ADDR_WIDTH-1:2] % MEM_SIZE];
    always @(posedge clk) begin
        if (wr_en) begin
            data_ram[wr_addr[ADDR_WIDTH-1:2] % MEM_SIZE] <= wr_data;
        end
    end
endmodule
--- flow/run.sh ---
#!/bin/bash
# OpenROAD 26Q1-2900-gdf79404cd8, Yosys 0.63+post, stock flow scripts
make -C /OpenROAD-flow-scripts/flow DESIGN_CONFIG=/design/flow/config.mk WORK_HOME=/design/flow/orfs finish
==> flow_results.org <==
* Flow results

** Critical path
- Worst Path Max Fanout :: 56
- The arrival time of data at the worst endpoint is listed as 11.48 ns.
- STA classifies the critical path startpoint as an input pin.
- The worst setup path is captured at an output port.
- In the setup report, the worst path falls into the class in2out.
- Required @ worst endpoint :: 25.76 ns
- Worst setup path start :: wr_addr[2]

** CTS
- Post-CTS timing repair inserted 0 buffers for setup.
- Post_cts resized :: 0
- Post-CTS clock slew at the launch and capture registers of the worst setup and hold paths :: 0.06 ns
- Number of hold buffers added after CTS :: 0
- TritonCTS buffer count :: 191
- H-tree Lvls :: 4
- The clock drives 2048 sinks.
- TritonCTS built the clock tree.
- Maximum buffer depth of the clock tree :: 3
- The tree is rooted in a clkbuf_16.

** Place
- The congestion estimate from routability-driven global placement came to 0.855.
- Number of I/O port buffers :: 71
- Detail Placement HPWL :: 116000 um
- The pre-CTS setup check shows a worst slack of 14.04 ns.

** Logic synthesis
- Library cell with the largest summed area after synthesis :: edfxtp_1
- In this run, synthesis inferred 2048 flip-flops with an integrated enable.
- Cell Area, Synth :: 78300 sq um
- Largest cells by area after synthesis :: edfxtp_1 79%, mux2i_1 3.3%, mux4_2 2.8%
- Post-synthesis cell count from yosys :: 4207
- In this run the biggest area consumer among cell types represents 78.6% of the synthesized area.
- Dividing the synthesized area by the synthesized cell count gives 18.6 sq um.
- Cell Type Count :: 55
- The synthesis stat section lists a flop and latch total of 2048.
- Count of synthesis-stage warnings from yosys :: 1
- Post-synth ARST share :: 0%
- Count of mapped cells out of synthesis :: 4207
- Sequential elements use 78.6% of the synthesized area.
- Post-synth the commonest register cell is edfxtp_1.
- Area figure in the yosys stat output :: 78300 sq um

** Floorplan
- After floorplanning, the core was divided into 187 placement rows.
- The chip occupies 263000 sq um.
- Height of the die :: 513 um
- FP Util :: 30.2%
- Area of the placeable core :: 259000 sq um
- Top-level port count :: 98
- Die boundary width :: 513 um

** Final layout
- Signed area change from the synthesized netlist to the final layout :: 14.7%
- The post-route utilization of the core is recorded as 34.6%.
- Layout cell share with drive strength beyond 1 :: 17.8%
- Leading cell type in the layout, fill and taps excluded :: edfxtp_1
- Fillcell total :: 23703
- In the layout the commonest cells are 2048 x edfxtp_1, 259 x mux2i_1, 196 x clkbuf_16, 193 x buf_4, 188 x a22oi_1.
- The register with the most flip-flops in the layout has 2048 of them.

** Power and ir drop
- Sequential cells account for 54.7% of the total power.
- After layout, the design draws a total of 5410 uW.
- Per the OpenROAD power report, switching power amounts to 1150 uW.
- Per report_power, the combinational group accounts for 5.4% of the total.
- Per report_power, the clock group accounts for 40.0% of the total.
- Per the power-grid run, VDD falls by no more than 61.1 uV.
- Switching part of the total power :: 21.3%
- Pwr per Cell Area :: 60.2 nW/um^2
- Per the OpenROAD power report, leakage power amounts to 0.0281 uW.
- Internal power :: 4250 uW

** Route
- In this run, the number of DRC markers left after iteration 0 of detailed routing was 2946.
- DRT met1 WL :: 71200 um
- Avg Vias per Cell :: 5.25
- DR WL met2 :: 95500 um
- According to the report, the first pass of detailed routing completed in 8 iterations.
- The script parses the final routing iteration and logs DRC violations as 0.
- Highest metal layer used by the detailed router :: met5
- Met3 routed WL :: 33800 um
- WL final :: 207000 um
- Routed via count :: 41616
- Dividing the detail-routed wire length by the instance count gives 26.1 um.
- Post-route ant nets :: 0

** Min path
- Hold path start :: wr_data[15]
- In this run the worst hold path is classified as in2reg.

** Final timing
- The transition time recorded at the tightest slew-check pin is 0.997 ns.
- Adding up every negative setup slack in the final design gives 0 ns.
- Shortest period the worst path allows :: 17.92 ns
- Cycle use final :: 55.6%
- The end-of-flow timing check tallies setup violations at 0.
- RSZ-0062 raised after global routing :: no
- Counting endpoints that fail hold in the final report gives 0.
- Peak clock frequency supported by timing :: 55.8 MHz
- Slew Limit Headroom :: 33.4%
- Setup slack on the critical path of the routed design comes to 14.28 ns.
- Final slew viol count :: 0

** Global routing
- Summed over all routing layers, the global router reports a total usage of 16.7%.
- Entering global routing, the biggest net connects 76 pins.
- The first global-routing pass estimated 300000 um of wire.
- Initial antenna violation count :: 7
- Grt ovf :: 0
- The via count of the first global-routing pass is 43891.

** Flow run
- The tool warning count for the run is 52.
- Maximum Capacitance Violations :: 0

** Outcome
- Status :: complete, no violations
[cell type report]
| cell class | instances | area [sq um] | share of cell area [%] |
|---|---|---|---|
| antenna | 3 | 7.51 | 0.00836 |
| clock buffer | 246 | 5090 | 5.67 |
| clock inverter | 95 | 820 | 0.913 |
| inverter | 2 | 15.0 | 0.0167 |
| multi-input combinational | 1859 | 16000 | 17.9 |
| sequential | 2048 | 61500 | 68.5 |
| tap | 3402 | 4260 | 4.74 |
| timing repair buffer | 265 | 2030 | 2.27 |
[cells in the mapped netlist (all sizes together), types with 66 or more instances]
cell type and n:
mux2i 259, a22o 66, mux2 147, a221oi 175, buf 129, a22oi 188
o21ai 85, edfxtp 2048, clkbuf 169, a21oi 121, o22ai 93, and3 85
o22a 70, nor2 145, mux4 96
[path summary, 6_finish.rpt]
| check | endpoint | depth (start not counted) | slack [ns] |
|---|---|---|---|
| worst max-delay path | rd_data_mem[6] | 10 | 14.28 |
| worst min-delay path | data_ram[51][15] | 1 | 6.04 |
[logic make-up after synthesis]
group / count (synthesis) / share of synthesized area [%]
and+or+nand+nor: 424 / 2.83
AOI/OAI and AO/OA: 933 / 8.73
DFF: 2048 / 78.6
muxes: 502 / 8.19
buffers and inverters: 300 / 1.70
[power by group through the flow]
stage                 registers (uW)  clock network (uW)  logic (uW)
final                           2960                2160         290
after global routing            2960                2300         313
after CTS                       2960                2200         295
[per-layer routing]
layer | track usage (%) | up-vias
li1 | - | 17894
met1 | 19.3 | 20747
met2 | 25.0 | 2638
met3 | 12.3 | 331
met4 | 4.18 | 6
met5 | 0.584 | -
[through the flow]
step | instances | cell area (sq um) | hold slack [ns]
floorplan | 4207 | 78300 | 6.54
global placement | 7576 | 83800 | 6.89
detailed placement | 7576 | 83800 | 6.90
CTS | 7917 | 89800 | 6.00
global route | 7918 | 89800 | 6.05
finish | 7920 | 89800 | 6.04
[critical path: stages]
cell	delay, ns
buf_8	0.27
buf_4	0.49
buf_4	0.55
buf_4	0.67
buf_4	0.69
mux2i_1	0.41
nor2_1	0.13
a2111oi_0	0.60
nand3_1	0.42
clkdlybuf4s50_1	0.53
Power and IR drop assume default switching activity.
